File: ./design.v
module register # (
  parameter SIZE = 32
)
(
  input clk,
  input rst,
  input load_en,
  input [SIZE-1:0] d,
  output reg [SIZE-1:0] q
);
  always @(posedge clk, posedge rst) begin
    if (rst) begin
      q <= 0;
    end else begin
      if (load_en)
        q <= d;
    end
  end
endmodule
module register_bank
(
  input clk,
  input rst,
  input [31:0] data_in,
  input [4:0] sel_in,
  input load_en,
  output reg [31:0] data_out_a,
  input [4:0] sel_out_a,
  output reg [31:0] data_out_b,
  input [4:0] sel_out_b
);
  genvar i;
  generate
    for (i = 1; i < 32; i = i+1) begin: x
        wire [31:0] q;
        register #(.SIZE(32)) reg_instance (
            .clk(clk),
            .rst(rst),
            .load_en(load_en && (sel_in == i)),
            .d(data_in),
            .q(q)
        );
    end
  endgenerate
  always @(*) begin
    case (sel_out_a)
        5'd00: data_out_a = 32'd0;
        5'd01: data_out_a = x[01].q;
        5'd02: data_out_a = x[02].q;
        5'd03: data_out_a = x[03].q;
        5'd04: data_out_a = x[04].q;
        5'd05: data_out_a = x[05].q;
        5'd06: data_out_a = x[06].q;
        5'd07: data_out_a = x[07].q;
        5'd08: data_out_a = x[08].q;
        5'd09: data_out_a = x[09].q;
        5'd10: data_out_a = x[10].q;
        5'd11: data_out_a = x[11].q;
        5'd12: data_out_a = x[12].q;
        5'd13: data_out_a = x[13].q;
        5'd14: data_out_a = x[14].q;
        5'd15: data_out_a = x[15].q;
        5'd16: data_out_a = x[16].q;
        5'd17: data_out_a = x[17].q;
        5'd18: data_out_a = x[18].q;
        5'd19: data_out_a = x[19].q;
        5'd20: data_out_a = x[20].q;
        5'd21: data_out_a = x[21].q;
        5'd22: data_out_a = x[22].q;
        5'd23: data_out_a = x[23].q;
        5'd24: data_out_a = x[24].q;
        5'd25: data_out_a = x[25].q;
        5'd26: data_out_a = x[26].q;
        5'd27: data_out_a = x[27].q;
        5'd28: data_out_a = x[28].q;
        5'd29: data_out_a = x[29].q;
        5'd30: data_out_a = x[30].q;
        5'd31: data_out_a = x[31].q;
    endcase
  end
  always @(*) begin
    case (sel_out_b)
        5'd00: data_out_b = 32'd0;
        5'd01: data_out_b = x[01].q;
        5'd02: data_out_b = x[02].q;
        5'd03: data_out_b = x[03].q;
        5'd04: data_out_b = x[04].q;
        5'd05: data_out_b = x[05].q;
        5'd06: data_out_b = x[06].q;
        5'd07: data_out_b = x[07].q;
        5'd08: data_out_b = x[08].q;
        5'd09: data_out_b = x[09].q;
        5'd10: data_out_b = x[10].q;
        5'd11: data_out_b = x[11].q;
        5'd12: data_out_b = x[12].q;
        5'd13: data_out_b = x[13].q;
        5'd14: data_out_b = x[14].q;
        5'd15: data_out_b = x[15].q;
        5'd16: data_out_b = x[16].q;
        5'd17: data_out_b = x[17].q;
        5'd18: data_out_b = x[18].q;
        5'd19: data_out_b = x[19].q;
        5'd20: data_out_b = x[20].q;
        5'd21: data_out_b = x[21].q;
        5'd22: data_out_b = x[22].q;
        5'd23: data_out_b = x[23].q;
        5'd24: data_out_b = x[24].q;
        5'd25: data_out_b = x[25].q;
        5'd26: data_out_b = x[26].q;
        5'd27: data_out_b = x[27].q;
        5'd28: data_out_b = x[28].q;
        5'd29: data_out_b = x[29].q;
        5'd30: data_out_b = x[30].q;
        5'd31: data_out_b = x[31].q;
    endcase
  end
endmodule
File: ./run.sh
#!/bin/bash
# OpenROAD 26Q1-2900-gdf79404cd8, Yosys 0.63+post, stock flow scripts
make -C /OpenROAD-flow-scripts/flow DESIGN_CONFIG=/design/flow/config.mk WORK_HOME=/design/flow/orfs finish
File: ./config.mk
export PLATFORM = sky130hd
export DESIGN_NAME = register_bank
export DESIGN_NICKNAME = register_bank
export VERILOG_FILES = /design/flow/design.v
export SDC_FILE = /design/flow/constraint.sdc
export NUM_CORES = 4
export LEC_CHECK = 1
export CORE_UTILIZATION = 30
File: ./constraint.sdc
current_design register_bank

set clk_period 11.6
set clk_io_pct 0.2

create_clock -name clk0 -period $clk_period [get_ports {clk}]

set non_clock_inputs [all_inputs -no_clocks]
set_input_delay [expr $clk_period * $clk_io_pct] -clock clk0 $non_clock_inputs
set_output_delay [expr $clk_period * $clk_io_pct] -clock clk0 [all_outputs]
==> flow_summary.yaml <==
# synthesis and place-and-route metrics
yosys:
  ys_warn_count: 2
  syn_inst: 4219
  synth_flops: 992
  synth.cell_area_um2: 50400
  synth_cell_types: 58
  synth-seq-area-share: 0.492
  ys_cells: 4219
  ff_type: "dfrtp_1"
  async_reset_ff_frac: 1.00
  synth_area_per_cell_um2: 12.0
  edf_count: 0
  ys_area_um2: 50400
finish:
  area_delta_synth_final_pct: 15.6
  logic_area_um2: 24200
  largest_reg_flops: 992
  layout_top_cell: "dfrtp_1"
  layout.cells.non_filler: 6476
  largest_register: "x.reg_instance.q"
  fillCellCount: 16200
  final_layout_top_logic_cells: "dfrtp_1, mux2_2, a22oi_1"
  drive_gt1_frac: 0.345
  biggestRegsByFlops: "x.reg_instance.q x992"
  ff_latch_area_um2: 24800
setup_path:
  crit_arrival_ns: 7.14
  end_kind: "output pin"
  path_class: "input pin to output pin"
  crit_path_max_fanout: 44
  ff2ff_path_depth: 1
  crit_required_ns: 9.28
  startpoint_type: "input pin"
route:
  drc: 0
  drt-initial-drc-count: 5506
  routed_wl_um: 237000
  via_per_inst: 6.53
  route.met2.wl_um: 94400
  met1_length_um: 85300
  met3WireLength_um: 41200
  vias: 42300
  routedWlPerCell_um: 36.6
  dr.pass1.iters: 9
  highest_layer: "met5"
  postRouteAntennaNets: 0
place:
  dp_slack_ns: 2.50
  gp_congestion: 1.04
  io_buffers: 113
  hpwl_um: 140000
  dp_cells: 6261
timing:
  hold_ws_ns: 0.521
  finClkSkew_ns: 0
  setup_tns_ns: 0
  hold_violations: 0
  rsz0062_at_grt: "no"
  relSlewSlack: 0.234
  fin_crit_ns: 9.46
  fin_crit_sh: 0.816
  finalMaxSlewViolations: 0
  setup_violations: 0
  worst_slack_ns: 2.14
  tightest_slew_ns: 1.15
  fmax_ghz: 0.106
clock_tree:
  cts_sinks: 992
  insertion_delay_ns: 0.75
  h-tree-depth: 3
  cts_setup_buffers: 0
  cts_tree: "yes"
  clkSlewWorstSetupHoldPaths_ns: 0.06
  clockBufferDepth: 3
  ctsHoldBuffers: 0
  cts_buffers: 110
  cts_root_buf: "clkbuf_16"
  ctsResizeCount: 0
grt:
  grt-ovfl-total: 0
  grt_max_degree: 131
  first_global_vias: 41900
  grtUsageTotal: 0.286
  grt_pass1_wl_um: 330000
  antenna_found_initial: 9
pwr:
  peakVddDrop_mv: 0.128
  leakage_nw: 26.4
  pwr_density_cell_nw_per_um2: 171
hold_path:
  min_path_cells: 1
  hold_path.class: "flip-flop to flip-flop"
floorplan:
  die_h_um: 412
  die_area_um2: 170000
  io_pins: 114
  fp_util: 0.302
  num_rows: 150
  core_area_um2: 167000
  die_width_um: 412
run_status:
  outcome: "finished, final reports clean"
run:
  max-cap-violations: 0
  warnings: 46
-- cell families (layout without fill, tap and decap cells) --
| group | count (synthesis) | count (layout) | synth area share |
|---|---|---|---|
| other | 0 | 11 | 0 |
| and+or+nand+nor | 929 | 929 | 0.109 |
| AOI/OAI and AO/OA | 827 | 827 | 0.135 |
| buffers and inverters | 462 | 504 | 0.0376 |
| DFF | 992 | 992 | 0.492 |
| muxes | 1009 | 1009 | 0.226 |
-- final timing paths --
kind | from | to | slack, ns
worst max-delay path | sel_out_a[0] | data_out_a[1] | 2.14
worst min-delay path | x[16].reg_instance.q[10] | x[16].reg_instance.q[10] | 0.52
worst max register to register | x[12].reg_instance.q[29] | x[12].reg_instance.q[29] | 10.71
worst min register to register | x[16].reg_instance.q[10] | x[16].reg_instance.q[10] | 0.52
max in group asynchronous | rst | x[19].reg_instance.q[14] | 6.94
min in group asynchronous | rst | x[22].reg_instance.q[17] | 2.04
-- area by class of cell --
| cell class | instances | share of cell area |
|---|---|---|
| sequential | 992 | 0.426 |
| multi-input combinational | 2765 | 0.415 |
| clock buffer | 154 | 0.0547 |
| tap | 2204 | 0.0473 |
| timing repair buffer | 297 | 0.0442 |
| clock inverter | 50 | 0.0126 |
| antenna | 11 | 0.000472 |
| inverter | 3 | 0.000257 |
-- report_power, final --
part	total, mW	internal, mW	switching, mW	leakage (nW)
Clock	3.80	2.24	1.57	1.92
Combinational	1.38	0.729	0.648	11.8
Sequential	4.78	4.13	0.645	12.7
Total	9.96	7.10	2.86	26.4
-- worst max-delay path, cell delays in order --
cell	delay, ns
clkdlybuf4s50_1	1.00
nor2b_4	0.28
buf_4	0.39
buf_4	0.53
and2_2	0.84
buf_4	0.49
a222oi_1	0.12
nand3_1	0.14
or4_1	0.41
clkdlybuf4s50_1	0.55
-- metrics by stage --
stage	area, um^2	total power, mW	util
3_3_place_gp	54400	6.12	0.325
5_1_grt	58300	10.3	0.349
3_5_place_dp	54400	6.15	0.325
2_1_floorplan	50400	5.43	-
6_report	58300	9.96	0.349
4_1_cts	58300	9.94	0.349
-- Yosys cell counts (25+ instances only) --
master / number / area (um^2)
buf_1: 60 / 225
nand2_1: 45 / 169
nand3_1: 174 / 871
nand4_1: 82 / 513
dfrtp_1: 992 / 24800
or4_1: 62 / 465
a2111oi_0: 100 / 876
mux2_1: 36 / 405
buf_2: 33 / 165
a32oi_1: 25 / 219
and3_1: 418 / 2620
clkbuf_1: 349 / 1310
a22oi_1: 598 / 4490
nor2_1: 50 / 188
mux2_2: 965 / 10900
-- metal layers --
layer	vias up	global-route usage
li1	16300	-
met1	21200	0.358
met2	3726	0.379
met3	990	0.185
met4	17	0.137
met5	-	0.0204
Power figures rest on the tool's default switching activity, not on a simulated workload.
